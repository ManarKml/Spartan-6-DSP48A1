===== flow/run.sh =====
#!/bin/bash
# OpenROAD 26Q1-2900-gdf79404cd8, Yosys 0.63+post, stock flow scripts
make -C /OpenROAD-flow-scripts/flow DESIGN_CONFIG=/design/flow/config.mk WORK_HOME=/design/flow/orfs finish

===== flow/config.mk =====
export PLATFORM = sky130hd
export DESIGN_NAME = DSP
export DESIGN_NICKNAME = DSP
export VERILOG_FILES = /design/flow/design.v
export SDC_FILE = /design/flow/constraint.sdc
export NUM_CORES = 4
export LEC_CHECK = 1
export CORE_UTILIZATION = 40

===== flow/constraint.sdc =====
current_design DSP

set clk_period 31.6
set clk_io_pct 0.2

create_clock -name clk0 -period $clk_period [get_ports {CLK}]

set non_clock_inputs [all_inputs -no_clocks]
set_input_delay [expr $clk_period * $clk_io_pct] -clock clk0 $non_clock_inputs
set_output_delay [expr $clk_period * $clk_io_pct] -clock clk0 [all_outputs]

===== flow/design.v =====
module DSP #(
	parameter A0REG = 0,
	parameter A1REG = 1,
	parameter B0REG = 0,
	parameter B1REG = 1,
	parameter CREG = 1,
	parameter DREG = 1,
	parameter MREG = 1,
	parameter PREG = 1,
	parameter CARRYINREG = 1,
	parameter CARRYOUTREG = 1,
	parameter OPMODEREG = 1,
	parameter CARRYINSEL = "OPMODE5",
	parameter B_INPUT = "DIRECT",
	parameter RSTTYPE = "SYNC"
	) (
	input [17:0] A, B, D, BCIN,
	input [47:0] C, PCIN,
	input [7:0] OPMODE,
	input CARRYIN, CLK,
	input RSTA, RSTB, RSTC, RSTD, RSTP, RSTM, RSTOPMODE, RSTCARRYIN,
	input CEA, CEB, CEC, CED, CEP, CEM, CEOPMODE, CECARRYIN,
	output [17:0] BCOUT,
	output [47:0] PCOUT, P,
	output [35:0] M,
	output CARRYOUT, CARRYOUTF
	);
wire [17:0] A_Reg0, A_Reg1, B_Reg0, B_Reg1, D_Reg;
wire [47:0] C_Reg;
wire [7:0] OPMODE_Reg;
wire [17:0] B0Reg_in;
assign B0Reg_in = (B_INPUT == "DIRECT")? B :
				  (B_INPUT == "CASCADE")? BCIN : 0;
wire [17:0] Pre_out;
assign Pre_out = (OPMODE_Reg[6])? D_Reg - B_Reg0 : D_Reg + B_Reg0;
wire [17:0] B1Reg_in;
assign B1Reg_in = (OPMODE_Reg[4])? Pre_out : B_Reg0;
assign BCOUT = B_Reg1;
wire [35:0] M_Reg;
wire [35:0] Mult_out;
assign Mult_out = A_Reg1 * B_Reg1;
assign M = M_Reg;
reg [47:0] X_out;
reg [47:0] Z_out;
wire CYI_Reg;
assign CYI_Reg = (CARRYINSEL == "OPMODE5")? OPMODE_Reg[5] : 
				 (CARRYINSEL == "CARRYIN")? CARRYIN : 0; 
wire CIN;
wire [47:0] Post_out;
wire COUT;
assign {COUT, Post_out} = (OPMODE_Reg[7])? Z_out - (X_out + CIN) : Z_out + X_out + CIN;
assign CARRYOUTF = CARRYOUT;
assign PCOUT = P;
FF_MUX #(.N(18), .SEL(A0REG), .RSTTYPE(RSTTYPE)) A_REG0 (A, CLK, RSTA, CEA, A_Reg0);
FF_MUX #(.N(18), .SEL(A1REG), .RSTTYPE(RSTTYPE)) A_REG1 (A_Reg0, CLK, RSTA, CEA, A_Reg1);
FF_MUX #(.N(48), .SEL(CREG), .RSTTYPE(RSTTYPE)) C_REG (C, CLK, RSTC, CEC, C_Reg);
FF_MUX #(.N(18), .SEL(DREG), .RSTTYPE(RSTTYPE)) D_REG (D, CLK, RSTD, CED, D_Reg);
FF_MUX #(.N(8), .SEL(OPMODEREG), .RSTTYPE(RSTTYPE)) OPMODE_REG (OPMODE, CLK, RSTOPMODE, CEOPMODE, OPMODE_Reg);
FF_MUX #(.N(18), .SEL(B0REG), .RSTTYPE(RSTTYPE)) B_REG0 (B0Reg_in, CLK, RSTB, CEB, B_Reg0);
FF_MUX #(.N(18), .SEL(B1REG), .RSTTYPE(RSTTYPE)) B_REG1 (B1Reg_in, CLK, RSTB, CEB, B_Reg1);
FF_MUX #(.N(36), .SEL(MREG), .RSTTYPE(RSTTYPE)) M_REG (Mult_out, CLK, RSTM, CEM, M_Reg);
FF_MUX #(.N(1), .SEL(CARRYINREG), .RSTTYPE(RSTTYPE)) CYI_REG (CYI_Reg, CLK, RSTCARRYIN, CECARRYIN, CIN);
FF_MUX #(.N(1), .SEL(CARRYOUTREG), .RSTTYPE(RSTTYPE)) CYO_REG (COUT, CLK, RSTCARRYIN, CECARRYIN, CARRYOUT);
FF_MUX #(.N(48), .SEL(PREG), .RSTTYPE(RSTTYPE)) P_REG (Post_out, CLK, RSTP, CEP, P);
always @(*) begin
	case (OPMODE_Reg[1:0])
		0: X_out = 0;
		1: X_out = {12'b0, Mult_out};
		2: X_out = P; 
		default: X_out = {D_Reg[11:0], A_Reg1[17:0], B_Reg1[17:0]};
	endcase
end
always @(*) begin
	case (OPMODE_Reg[3:2])
		0: Z_out = 0;
		1: Z_out = PCIN;
		2: Z_out = P; 
		default: Z_out = C_Reg;
	endcase
end
endmodule
module FF_MUX(A, clk, rst, EN, Y);
parameter N = 1;
parameter SEL = 0;
parameter RSTTYPE = "SYNC";
input EN;
input clk, rst;
input [N-1:0] A;
output [N-1:0] Y;
reg [N-1:0] Y_FF;
assign Y = (SEL)? Y_FF : A;
generate
	if (RSTTYPE == "SYNC") begin
		always @(posedge clk) begin
			if (rst) begin
				Y_FF <= 0;
			end
			else if(EN) begin
				Y_FF <= A;
			end
		end
	end
	else begin
		always @(posedge clk or posedge rst) begin
			if (rst) begin
				Y_FF <= 0;
			end
			else if(EN) begin
				Y_FF <= A;
			end
		end
	end
endgenerate
endmodule

==> job_summary.md <==
### Metrics collected by this job

| Metric | Value |
|---|---|
| Status | completed |
| Crit Path Category | in -> reg |
| Initial antenna violation count | 3 |
| FF-to-FF Start | A_REG1.Y_FF[14] |
| First-pass GRT wire length | about 130000 um |
| Max-cap violations | 0 |
| DR WL/cell | around 20 um |
| Ys flop type | dfxtp_1 |
| Detailed Place HPWL | 66800 um |
| Die Ht | roughly 260 um |
| Final instance area | about 32000 um2 |
| Detail Route Antenna Nets | 0 |
| Final min period | around 11 ns |
| Syn Inst Count | about 3300 |
| Syn avg cell area | 8.27 um2 |
| Crit path from | PCIN[0] |
| Worst EP arrival | 11.22 ns |
| Hold buffers post-CTS | 0 |
| Final Max Slew Viols | 0 |
| Core Area | between 60000 and 70000 um2 |
| Ys async rst share | 0 |
| Post-synth seq share | 0.144 |
| CTS Buffer Depth | 2 |
| Setup tns final | 0 ns |
| Worst-case clock skew | approximately 0.03 ns |
| CP max stage cell | fa_1 |
| Flops after synth | 196 |
| # DRC | 0 |
| CTS root buf | clkbuf_16 |
| Final setup vio count | 0 |
| Vias per cell | approximately 5.3 |
| FMAX | just over 90 MHz |
| Starting density of the core | 0.405 |
| DIE AREA | 69100 um2 |
| Slew Limit Headroom | 0.416 |
| Power, Total | approximately 1.2 mW |
| Pre-CTS WS | 20.29 ns |
| Chip Area, Yosys | around 27000 um2 |
| Post_cts resized | 0 |
| CTS tree | yes |
| Pwr/cell area | between 30 and 40 nW/um2 |
| Io pins | approximately 350 |
| RSZ-0062 raised after global routing | false |
| CTS Sinks | 196 |
| Rows | 95 |
| Worst-Margin Slew | between 0.8 and 0.9 ns |
| Post-synth EDFFs | 0 |
| Fraction of layout cells with a size suffix above 1 | 0.0567 |
| H-tree depth | 4 |
| Drt pass-1 iters | 7 |
| Crit path buffers/inverters | 2 |
| VDD IR max | ~33 uV |
| CP startpoint kind | input port |
| Lkg Pwr | approximately 15 nW |
| Pin count of the biggest net entering global routing | around 53 |
| Final Wtd Congestion | approximately 0.96 |
| Hold Slack | 0.481 ns |
| Port bufs | around 330 |
| Reg clk slew, reported paths | roughly 0.080 ns |
| DP Area | slightly above 30000 um2 |
| Synth-to-Final Area Change | 15.8% |
| Yosys cell types | slightly below 90 |
| Cells along the critical path | clkdlybuf4s50_1, mux2_2, a22oi_1, fa_1, inv_1, fa_1, a211oi_1, or4_1, nand2_1, o21a_2, o211ai_2, o21ai_0, a221o_1, a311oi_1, o21ai_0, xor2_1, nand2_1, a311oi_1 |
| YS warnings | 7 |
| Hold Startpoint | M_REG.Y_FF[6] |
| Vias in the first global route | ~23000 |
| Hold Path Class | reg -> reg |
| GRT Total Usage | 0.263 |
| Post-CTS Setup Inserts | 0 |
| Clk latency of the worst-skew pair | roughly 0.53 ns |
| Via count | approximately 23000 |
| Violation count after the first detailed-route iteration | roughly 1400 |
| Hold Vio Cnt, Final | 0 |
| Routed wire length | just under 90000 um |
| Ant. Diodes | 0 |
| CP endpoint kind | flip-flop |
| Final setup margin | around 21 ns |
| Mapped Area | around 27000 um2 |
| Crit path max-delay family | AND-OR/OR-AND gates |
| Total global routing overflow | 0 |
| Die Span X | 263 um |
| OpenROAD warnings | 90 |
| CP peak stage delay | between 0.4 and 0.5 ns |
| Ys cells | 3292 |
| Max FO, Critical Path | 5 |
| Worst path required time | approximately 32 ns |
| Tcrit/Tclk final | 0.342 |
| Num CTS Buffers | 17 |
-- Yosys cell counts (all sizes together) (5+ instances only) --
master | number | share of area
inv | 424 | 0.058
nand2 | 308 | 0.043
nor2 | 269 | 0.037
ha | 267 | 0.12
fa | 261 | 0.19
dfxtp | 196 | 0.14
clkbuf | 164 | 0.023
a21oi | 156 | 0.029
and2 | 152 | 0.035
mux2i | 146 | 0.054
o21ai | 105 | 0.020
a21o | 95 | 0.026
xnor2 | 89 | 0.029
a22o | 77 | 0.025
buf | 72 | 0.017
mux2 | 61 | 0.025
xor2 | 48 | 0.015
a211oi | 45 | 0.013
nor2b | 37 | 0.0085
nand3 | 35 | 0.0064
nor3 | 35 | 0.0064
a31oi | 27 | 0.0074
nand2b | 24 | 0.0056
o21a | 23 | 0.0064
and3 | 20 | 0.0046
o21bai | 20 | 0.0055
nand4 | 11 | 0.0025
a211o | 10 | 0.0032
or3 | 8 | 0.0018
a311oi | 7 | 0.0023
o211ai | 7 | 0.0023
a221o | 5 | 0.0018
a221oi | 5 | 0.0016
nor4 | 5 | 0.0011
o22ai | 5 | 0.0014
or2 | 5 | 0.0012
-- worst min-delay path, delay by kind of cell (launching register included) --
family	cells	cell delay [ns]
compound gates	1	0.04
simple gates	1	0.08
flops	1	0.32
-- flip-flops by register name (all words and copies together), names as in the netlist --
signal and flops:
M_REG.Y_FF 36, C_REG.Y_FF 48, CYI_REG.Y_FF 1, D_REG.Y_FF 18, P_REG.Y_FF 48, OPMODE_REG.Y_FF 8
A_REG1.Y_FF 18, B_REG1.Y_FF 18, CYO_REG.Y_FF 1
-- stage by stage --
| stage | std cells | util |
|---|---|---|
| after floorplan | 3292 | - |
| after global placement | 4316 | 0.460 |
| after detailed placement | 4316 | 0.460 |
| after CTS | 4348 | 0.469 |
| after global routing | 4348 | 0.469 |
| final | 4348 | 0.469 |
-- placed cells by master, fill, tap and decap left out, types with 7 or more instances in the layout --
| master | synthesis | layout |
|---|---|---|
| a211o_1 | 10 | 10 |
| a211oi_1 | 43 | 43 |
| a21o_1 | 95 | 95 |
| a21oi_1 | 155 | 155 |
| a22o_1 | 77 | 77 |
| a311oi_1 | 7 | 7 |
| a31oi_1 | 23 | 23 |
| and2_1 | 152 | 152 |
| and3_1 | 20 | 20 |
| buf_4 | 49 | 61 |
| clkbuf_16 | 0 | 17 |
| clkdlybuf4s50_1 | 0 | 320 |
| dfxtp_1 | 196 | 192 |
| fa_1 | 261 | 261 |
| ha_1 | 267 | 267 |
| inv_1 | 424 | 424 |
| mux2_2 | 60 | 60 |
| mux2i_1 | 146 | 146 |
| nand2_1 | 307 | 307 |
| nand2b_1 | 23 | 23 |
| nand3_1 | 35 | 35 |
| nand4_1 | 11 | 11 |
| nor2_1 | 269 | 269 |
| nor2b_1 | 37 | 35 |
| nor3_1 | 35 | 35 |
| o21a_1 | 22 | 22 |
| o21ai_0 | 97 | 97 |
| o21bai_1 | 20 | 20 |
| or3_1 | 8 | 8 |
| xnor2_1 | 89 | 89 |
| xor2_1 | 48 | 48 |
-- area by class of cell --
cell class | instances | area (um2)
Fill cell | 6521 | 35700
Multi-Input combinational cell | 2433 | 20600
Sequential cell | 196 | 3930
Timing Repair Buffer | 387 | 3690
Inverter | 427 | 1600
Tap cell | 873 | 1090
Clock buffer | 17 | 425
Clock inverter | 15 | 168
-- report_power, final --
part,leakage [nW],switching (mW),internal [mW]
combinational,12.9,0.367,0.286
sequential,1.62,0.0281,0.269
clock,0.287,0.123,0.112
-- final timing paths --
check / slack (ns) / cells past startpoint / to
worst max register to register: 21.03 / 37 / P_REG.Y_FF[47]
worst min register to register: 0.48 / 2 / M_REG.Y_FF[6]
worst max-delay path: 20.79 / 18 / P_REG.Y_FF[32]
worst min-delay path: 0.48 / 2 / M_REG.Y_FF[6]
-- cells by family after synthesis --
logic type	after synthesis	share of synthesized area
compound gates	640	0.163
xor+xnor	137	0.0441
fa+ha+maj	528	0.314
buf+inv	663	0.0984
flops	196	0.144
mux	207	0.0790
simple gates	921	0.157
-- routing by layer --
| metal | global-route usage | wire length (um) | vias up | part of all wire |
|---|---|---|---|---|
| li1 | - | - | 11175 | - |
| met1 | 0.383 | 38900 | 10896 | 0.45 |
| met2 | 0.397 | 38300 | 785 | 0.44 |
| met3 | 0.0804 | 7520 | 107 | 0.087 |
| met4 | 0.0542 | 2160 | 6 | 0.025 |
| met5 | 0 | 42 | - | 0.00048 |
Power and IR drop assume default switching activity.
